--- flow/constraint.sdc ---
current_design pwm

set clk_period 2.2
set clk_io_pct 0.2

create_clock -name clk0 -period $clk_period [get_ports {clk}]

set non_clock_inputs [all_inputs -no_clocks]
set_input_delay [expr $clk_period * $clk_io_pct] -clock clk0 $non_clock_inputs
set_output_delay [expr $clk_period * $clk_io_pct] -clock clk0 [all_outputs]
--- flow/config.mk ---
export PLATFORM = sky130hd
export DESIGN_NAME = pwm
export DESIGN_NICKNAME = pwm
export VERILOG_FILES = /design/flow/design.v
export SDC_FILE = /design/flow/constraint.sdc
export NUM_CORES = 4
export LEC_CHECK = 1
export CORE_AREA = 10 10 70 70
export DIE_AREA = 0 0 80 80
--- flow/design.v ---
module pwm #( 
    parameter int WIDTH = 8
) (
    input  logic             clk,
    input  logic             reset,
    input  logic             enable,
    input  logic [WIDTH-1:0] duty_cycle,
    output logic             pwm_out
);
    logic [WIDTH-1:0] counter;
    always_ff @(posedge clk) begin
        if (reset)
            counter <= 0;
        else if (enable)
            counter <= counter + 1;
    end
    always_comb begin
        if (!enable)
            pwm_out = 1'b0;   
        else if (duty_cycle == {WIDTH{1'b1}})
            pwm_out = 1'b1;
        else if (counter < duty_cycle)
            pwm_out = 1'b1;
        else 
            pwm_out = 1'b0; 
    end
endmodule
--- flow/run.sh ---
#!/bin/bash
# OpenROAD 26Q1-2900-gdf79404cd8, Yosys 0.63+post, stock flow scripts
make -C /OpenROAD-flow-scripts/flow DESIGN_CONFIG=/design/flow/config.mk WORK_HOME=/design/flow/orfs finish
==> run notes <==
The flow completed. The run finished with clean final reports. Fraction of the cycle the final worst path needs landed at about 94%. TritonCTS built the clock tree. Of the cells placed in the final design, the portion with a size suffix greater than 1 is 25.0%. Total via count after detailed routing landed at 512. For reference, the critical path cell chain is dlygate4sd2_1, inv_1, ha_1, nand4_1, a211oi_2, o21ai_1, dlygate4sd2_1. Among the non-sequential cells, simple AND/OR/NAND/NOR gates take the most area. Sorting the synthesized cells by how often they occur yields 8 x dfxtp_1, 8 x ha_1, 8 x inv_1, 8 x nor2_1. Of the total synthesized cell area, the portion taken by AND-OR and OR-AND cells is 12.2%.

Power per cell area landed at 399 nW/um2. Count of warning messages emitted by the tools landed at 25. In the final layout, the registers with the most flip-flops are counter: 8 flops.

Via density per instance landed at 3.94. Data arrival time of the worst path landed at approximately 1.6 ns. The worst setup path is of the primary input to primary output kind.

For this run, the leading register cell type out of synthesis is dfxtp_1. The script computed the net switching share of total power as 24.1%. For this run, the total global-route usage over all layers was measured as 4.71%.

Initial core utilization landed at between 10% and 20%. Max-capacitance violation count landed at 0. Final clock skew landed at approximately 0.0012 ns. After clock tree synthesis, the flow added hold-fix buffers numbering 0.

Fraction of the mapped netlist area in simple logic gates landed at 21.3%. Clock insertion delay at the later pin of the skew report landed at roughly 0.25 ns. STA classifies the critical path startpoint as a primary input. Number of routed nets with antenna violations landed at 0. For the finished layout, the period the worst path requires is roughly 2.1 ns. The pre-CTS setup check shows a worst slack of -0.508 ns. The area fraction of the largest cell type after synthesis is around 30%.

The first global-routing pass estimated between 2 and 3 mm of wire. Cell count after placement landed at roughly 130. Total power draw landed at around 0.32 mW.

Netlist area before placement landed at 534 um2. Initial antenna violation count landed at 0. Buffer depth of the longest clock path landed at 2. For this run, the top clock speed supported by timing is 0.481 GHz. Number of levels the H-tree was split into landed at 1.

Clock-pin slew of the registers on the worst-case setup and hold paths landed at 0.05 ns. Relative max-transition margin landed at 79.7%. Number of placed I/O pins landed at 12. The cell count after synthesis came out at around 65.

Final setup violation count landed at 0. Placed wire-length estimate landed at 1.01 mm. The required time at the worst endpoint is listed as between 1.5 and 2 ns.

After global routing the overflow that remains totals 0. STA lists the startpoint of the worst hold path as counter[7]. Among all stages on the critical path, the largest delay is contributed by ha_1. Total wirelength of the detailed-routed design landed at between 1 and 1.5 mm.

Register area share after synthesis landed at 30.0%. Counting every sink on the clock net gives 8. Worst setup margin landed at 0.122 ns. Average cell area after synthesis landed at ~8.2 um2. Total of buffers placed on input and output ports landed at 11. OpenSTA lists the critical path startpoint as duty_cycle[7]. Switching power landed at around 0.078 mW. Proportion of synthesized area in mux cells landed at 1.87%. Placeable core region landed at 3420 um2. Sorting the Yosys area breakdown by cell type puts at the top dfxtp_1. In this run the clock root is driven by a clkbuf_4. Largest net degree at the start of global routing landed at 9. Non-filler instance count after layout landed at approximately 130. Number of global-route vias before repair landed at between 600 and 700. Logic gate share of total power landed at 18.8%. Per STA, the library cell used most along the worst path is dlygate4sd2_1. Clock power share landed at 33.4%. In this run, distinct cell masters in the synthesized netlist total 19. The synthesis report gives the async set-or-reset register share as 0%. 0 antenna diodes ended up in the layout. Leakage power landed at about 0.35 nW. For flop-to-flop paths, the worst setup slack is 0.91 ns.

Max fanout on the critical path was recorded as 2. Number of enable flip-flop cells landed at 0. Die width landed at about 80 um. Share of the synthesized netlist area taken by xor and xnor gates landed at 8.20%. The first detailed-routing pass ran for 3 iterations.

Largest stage delay on the critical path landed at 0.29 ns. In this run the vertical extent of the chip is 80 um. Number of rows created at floorplan landed at 21.

Total clock buffers created by CTS landed at 3. The share of total power dissipated in sequential elements is 47.7%. Yosys stat counts 65 cells in the synthesized netlist. STA lists the startpoint of the worst register-to-register path as counter[2]. Setup repair after global routing left no endpoint under its margin. The power report lists cell-internal power as 0.246 mW. The script logs the mean routed wire length per placed instance as roughly 10 um. Maximum vdd drop landed at 0.103 mV. Transition time of the tightest slew-check pin landed at 0.303 ns. Post-synthesis share of cell area spent on full adders, half adders and majority gates landed at 18.7%. Counting the warning lines in the Yosys log gives 1. Detailed router's first-iteration violation count landed at 15.

The register with the most flip-flops in the layout has 8 of them. The main area contributors are dfxtp_1 30%, ha_1 19%, xor2_1 6.6%, nand4_1 5.9%, inv_1 5.6%. Detailed placement reports a standard cell area of 743 um2.

The largest register by flop count is counter. The placement summary gives the final routability congestion estimate as 0.781. The worst setup path is captured at a primary output.

Detailed-route DRC error count landed at 0. The post-synth register bit count is 8. Chip area estimate from yosys synthesis landed at 534 um2. Counting endpoints that fail hold in the final report gives 0.

Per the run report, area growth between synthesis and finish was 51.8%. According to the floorplan report, the total die area is 6400 um2. The final timing report lists a max-slew violation count of 0. The final report gives the standard cell area, fillers excluded, as approximately 810 um2. According to the hold report, the worst path is of the flip-flop to flip-flop type.
==> critical path: cells and delay by family <==
family | cells | cell delay, ns
buf+inv | 3 | 0.53
fa+ha+maj | 1 | 0.29
compound gates | 2 | 0.29
simple gates | 1 | 0.10
==> per-stage QoR <==
stage               hold WS, ns  utilization, %  TNS (ns)
floorplan                 0.462               -         0
global placement          0.486            21.8    -0.498
detailed placement        0.490            21.8    -0.508
CTS                       0.496            23.7         0
global route              0.568            23.7         0
finish                    0.497            23.7         0
==> cell usage in the layout (no fill, tap or decap) <==
cell type / count
ha_1: 4
o211ai_1: 1
or3_1: 2
nand2_1: 4
nand4_1: 5
nor2_1: 8
clkbuf_4: 3
a21oi_1: 2
o21ai_0: 2
inv_2: 3
o21ai_1: 3
nand4_2: 1
nor2b_1: 1
and3_1: 1
xnor2_1: 1
xor2_1: 4
dlygate4sd2_1: 8
mux2i_1: 1
buf_4: 7
inv_1: 5
ha_4: 3
ha_2: 1
a211oi_2: 3
clkdlybuf4s50_1: 3
dfxtp_1: 8
==> logic make-up after synthesis <==
kind of cell             count (synthesis)
buffers and inverters                   10
AND-OR/OR-AND                           11
adder cells (fa/ha/maj)                  8
flip-flops                               8
multiplexers                             1
XOR/XNOR                                 5
AND/OR/NAND/NOR                         22
==> layout make-up <==
| class | instances | area, um2 |
|---|---|---|
| timing repair buffer | 18 | 153 |
| inverter | 8 | 30.0 |
| tap | 46 | 57.6 |
| fill | 366 | 2610 |
| sequential | 8 | 160 |
| clock buffer | 3 | 22.5 |
| multi-input combinational | 47 | 388 |
==> power groups by stage <==
stage     clock network [mW]  logic (mW)  registers, mW
4_1_cts                0.115      0.0609          0.155
5_1_grt                0.123      0.0689          0.155
6_report               0.108      0.0609          0.155
==> worst paths after layout <==
path                     end  depth (start not counted)
setup / recovery     pwm_out                          7
hold reg to reg   counter[7]                          2
setup reg to reg  counter[5]                          4
hold / removal    counter[7]                          2
==> routing by layer <==
metal  track usage (%)  vias to the layer above  routed length (um)
li1                  -                      268                   -
met5                 0                        -                   0
met3              1.93                        4                 111
met2              7.62                       12                 551
met4              1.06                        0                  28
met1              5.70                      228                 616
==> what timing repair did <==
action / in CTS / in global routing
setup buffers: 0 / 0
endpoints found under the setup margin: 1 / 0
resized: 21 / 0
Power and IR drop assume default switching activity.
