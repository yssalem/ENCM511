--- flow/design.v ---
module averager_simple
    #(parameter int power = 8)  
    (
        input logic clk,
        reset,
        EN,
        input logic [7:0] Din,    
        output logic [15:0] Q      
    );
    logic [7:0] REG_ARRAY [2**power:1];
    logic [power+7:0] sum;
    logic [7:0] Q_temp, lower8bits;
    assign Q_temp     = sum[power+7:power];
    assign lower8bits = sum[power-1:power-8];    
    assign Q = {Q_temp,lower8bits};
    always_ff @(posedge clk) begin
        if (reset) begin
            sum <= 0;
            for (int j = 1; j <= 2**power; j++) begin
                REG_ARRAY[j] <= 0;
            end
        end
        else if (EN) begin
            sum <= sum + Din - REG_ARRAY[2**power];
            for (int j = 2**power; j > 1; j--) begin
                REG_ARRAY[j] <= REG_ARRAY[j-1];
            end
            REG_ARRAY[1] <= Din;
        end
    end
endmodule
--- flow/run.sh ---
#!/bin/bash
# OpenROAD 26Q1-2900-gdf79404cd8, Yosys 0.63+post, stock flow scripts
make -C /OpenROAD-flow-scripts/flow DESIGN_CONFIG=/design/flow/config.mk WORK_HOME=/design/flow/orfs finish
--- flow/config.mk ---
export PLATFORM = sky130hd
export DESIGN_NAME = averager_simple
export DESIGN_NICKNAME = averager_simple
export VERILOG_FILES = /design/flow/design.v
export SDC_FILE = /design/flow/constraint.sdc
export NUM_CORES = 4
export LEC_CHECK = 1
export CORE_UTILIZATION = 50
--- flow/constraint.sdc ---
current_design averager_simple

set clk_period 6.6
set clk_io_pct 0.2

create_clock -name clk0 -period $clk_period [get_ports {clk}]

set non_clock_inputs [all_inputs -no_clocks]
set_input_delay [expr $clk_period * $clk_io_pct] -clock clk0 $non_clock_inputs
set_output_delay [expr $clk_period * $clk_io_pct] -clock clk0 [all_outputs]
==> reports/qor.txt <==
Final setup fails: 0
Fin area: 81270 µm²
Distinct lib cells used: 40
Drt wl/cell: 11.53 µm
Setup_tns: 0 ns
Area reported by Yosys stat: 72830 µm²
Die width: 383.6 µm
Post-Syn Instances: 6819
Pwr dens: 317.0 nW/µm²
Max-slew headroom: 47.38%
RSZ-0062 raised after global routing: false
PortBufs: 26
Vias/cell: 4.839
Met2 WL post-DR: 41.25 mm
Post-synthesis sequential area ratio: 56.74%
Drt drc: 0
FP Core Util: 50.57%
GPL Wtd Cong: 0.7844
Post-CTS sizing: 0
DR WL met3: 3.116 mm
Antenna Nets Post-Route: 0
DR iter-0 viols: 1825
Synth async-reset ratio: 0%
Max-area cell share: 56.74%
Synth area leaders: dfxtp_1 57%, mux2i_1 28%, nor2_1 11%, buf_2 1.5%, clkbuf_1 1.3%
Top cell excl fill/tap: dfxtp_1
Ys cells: 6819
Status: finished, final reports clean
Worst-Skew Late Latency: 0.78 ns
Clock transition at path regs: 0.06 ns
Largest net degree at the start of global routing: 160
Worst setup startpoint: Din[6]
Total wire length: 100.4 mm
CP arrival: 4.11 ns
Seq pwr share: 48.7%
Sw Share: 21.52%
Fin Clk Skew: 0.01689 ns
Via count: 42152
Clock share of power: 45.7%
Post-synth EDFFs: 0
DR pass1 iterations: 18
Final Critical Period: 3.460 ns
Synth area leader: dfxtp_1
Total track usage: 14.20%
Hold_sp: REG_ARRAY[122][7]
Logic pwr share: 5.6%
Worst Tran Pin Value: 0.7894 ns
CTS Buffer Depth: 3
Global-route wire length before repair: 178.7 mm
Synth Area per Inst: 10.68 µm²
Met1 wire length: 53.64 mm
CTS Sinks: 2064
Top_reg_cell synth: dfxtp_1
Antenna cells: 0
Slowest stage delay, CP: 0.55 ns
Critical path's slowest cell: clkdlybuf4s50_1
Top sig layer: met4
F_max: 0.2890 GHz
CP max FO: 5
Initial antenna violation count: 0
Cell Chain, Critical Path: clkdlybuf4s50_1 > inv_1 > fa_1 > inv_1 > ha_1 > a2111oi_0 > o21ai_1 > and2_1 > a31oi_1 > xor2_1 > o21ai_0
Hold WS: 0.4759 ns
Area grow syn2layout: 11.59%
Crit share post-route: 52.43%
Most frequent cells in the layout: 2064 x dfxtp_1, 2060 x nor2_1, 2051 x mux2i_1, 207 x clkbuf_16, 56 x clkbuf_8
CTS tree: built
Total grt overflow: 0
Mapped Area: 72830 µm²
Share of layout cells above drive strength 1: 5.832%
# H-tree levels: 4
Yosys Warn Count: 2
Max-slew violations: 0
Reg2Reg Launch Point: sum[1]
Worst setup path class: in2reg
Worst vdd ir: 221.6 µV
CP most frequent cell: inv_1
Post-CTS setup buffers: 0
DP Area: 74230 µm²
Final hold vios: 0
Yosys reg bits: 2064
Post-DP HPWL: 51.60 mm
CP endpoint kind: flop
DIE HEIGHT: 383.6 µm
DIE AREA: 147200 µm²
Max Cap Viol: 0
CTS buffer count: 204
Internal: 20220 µW
Rows: 139
Post-CTS Hold Buffers: 0
Root buffer selected by CTS: clkbuf_16
Ports: 27
Net Sw Power: 5543 µW
CP startpoint kind: input pin
Leak: 0.03605 µW
Worst Hold Class: reg2reg
Worst Path Required: 7.25 ns
Log Warnings: 60
Vias in the first global route: 39566
Core ar.: 144000 µm²
[cells by family (layout without fill, tap and decap cells)]
| group | Yosys count | after routing | synth area share (%) |
|---|---|---|---|
| AND/OR/NAND/NOR | 2104 | 2104 | 10.94 |
| flip-flops | 2064 | 2064 | 56.74 |
| multiplexers | 2052 | 2052 | 28.20 |
| buffers and inverters | 508 | 496 | 2.989 |
| AND-OR/OR-AND | 59 | 59 | 0.5378 |
| adder cells (fa/ha/maj) | 24 | 24 | 0.4948 |
| XOR/XNOR | 8 | 8 | 0.09620 |
[sequential cells by signal, indices dropped and copies added, names as in the netlist]
signal	flops
REG_ARRAY	2048
sum	16
[cells in the mapped netlist (2+ instances only)]
| master | count |
|---|---|
| a21o_1 | 3 |
| a211oi_1 | 6 |
| nor3_1 | 3 |
| nand4_1 | 4 |
| xor2_1 | 4 |
| o211ai_1 | 3 |
| a21oi_1 | 11 |
| o21ai_0 | 12 |
| o21ai_1 | 2 |
| o22ai_1 | 3 |
| mux2i_1 | 2051 |
| buf_2 | 216 |
| o21ai_2 | 3 |
| or4b_1 | 2 |
| a31oi_1 | 5 |
| nor4_1 | 3 |
| and3_1 | 3 |
| nor2b_1 | 3 |
| dfxtp_1 | 2064 |
| buf_1 | 4 |
| o21bai_1 | 4 |
| nand3_1 | 5 |
| nand2_1 | 18 |
| xnor2_1 | 4 |
| clkbuf_1 | 245 |
| inv_1 | 43 |
| ha_1 | 16 |
| fa_1 | 8 |
| nor2_1 | 2060 |
[worst max-delay path, delay by kind of cell]
| family | cells | cell delay [ns] |
|---|---|---|
| simple gates | 1 | 0.22 |
| xor+xnor | 1 | 0.16 |
| fa+ha+maj | 2 | 0.86 |
| compound gates | 4 | 0.86 |
| buf+inv | 3 | 0.68 |
[power groups by stage]
stage | registers [µW] | logic [µW] | clock network, µW
final | 12500 | 1440 | 11800
after CTS | 12500 | 1460 | 12200
after global routing | 12500 | 1580 | 12700
[metal layers]
| layer | vias to the layer above | GRT usage [%] |
|---|---|---|
| li1 | 22410 | - |
| met1 | 19244 | 22.78 |
| met2 | 291 | 20.92 |
| met3 | 207 | 2.529 |
| met4 | 0 | 3.283 |
| met5 | - | 0 |
[through the flow]
step	total power [µW]	worst slack (ns)	util, %	cells
floorplan	13960	3.122	-	6819
detailed placement	14270	2.350	51.54	8338
CTS	26220	3.194	56.44	8710
finish	25760	3.140	56.44	8710
global route	26840	2.981	56.44	8710
global placement	14280	2.272	51.54	8338
[worst paths after layout]
path / endpoint / cells past startpoint / slack (ns)
setup / recovery: sum[9] / 11 / 3.14
hold / removal: REG_ARRAY[123][7] / 2 / 0.48
setup reg to reg: sum[9] / 10 / 3.82
hold reg to reg: REG_ARRAY[123][7] / 2 / 0.48
[area by class of cell]
type / count / area (µm²)
clock buffers: 303 / 6101
clock inverters: 69 / 943.4
fillers: 11878 / 62730
inverters: 43 / 161.4
multi-input cells: 4247 / 29330
flip-flops and latches: 2064 / 41320
well taps: 1903 / 2381
repair buffers: 81 / 1033
Power figures rest on the tool's default switching activity, not on a simulated workload.
