**design/flow/run.sh**
```bash
#!/bin/bash
# OpenROAD 26Q1-2900-gdf79404cd8, Yosys 0.63+post, stock flow scripts
make -C /OpenROAD-flow-scripts/flow DESIGN_CONFIG=/design/flow/config.mk WORK_HOME=/design/flow/orfs finish
```
**design/flow/config.mk**
```make
export PLATFORM = sky130hd
export DESIGN_NAME = bin_to_bcd
export DESIGN_NICKNAME = bin_to_bcd
export VERILOG_FILES = /design/flow/design.v
export SDC_FILE = /design/flow/constraint.sdc
export NUM_CORES = 4
export LEC_CHECK = 1
export CORE_UTILIZATION = 30
```
**design/flow/constraint.sdc**
```tcl
current_design bin_to_bcd

set clk_period 6.2
set clk_io_pct 0.2

create_clock -name clk0 -period $clk_period [get_ports {clk}]

set non_clock_inputs [all_inputs -no_clocks]
set_input_delay [expr $clk_period * $clk_io_pct] -clock clk0 $non_clock_inputs
set_output_delay [expr $clk_period * $clk_io_pct] -clock clk0 [all_outputs]
```
**design/flow/design.v**
```verilog
module bin_to_bcd(
    input  logic [15:0] bin_in,
    output logic [15:0] bcd_out,
    input  logic clk,
    input  logic reset
);
    logic [31:0] scratch, next_scratch;
    logic [4:0]  clkcnt, next_clkcnt;
    logic        ready, next_ready,overflow_error;
    logic [15:0] next_bcd_out;
    always_ff @(posedge clk) begin
        if (reset) begin
            scratch <= '0;
            bcd_out <= '0;
            ready   <= 1'b1;
            clkcnt  <= '0;
        end else begin
            scratch <= next_scratch;
            bcd_out <= next_bcd_out;
            ready   <= next_ready;
            clkcnt  <= next_clkcnt;
        end
    end
    always_comb begin
        next_scratch = scratch;
        next_bcd_out = bcd_out;
        next_ready   = ready;
        next_clkcnt  = clkcnt;
        if (bin_in > 9999) begin
            next_bcd_out = 16'hEEEE;
            overflow_error = 1;
            next_ready   = 1'b0;
            next_clkcnt  = '0;
            next_scratch = '0;
        end else begin
            overflow_error = 0;
            case (clkcnt)
                5'd0: begin
                    next_scratch = {16'b0, bin_in};
                    next_clkcnt = clkcnt + 1;
                    next_ready = 1'b0;
                end
                 5'd1, 5'd2, 5'd3, 5'd4, 5'd5, 5'd6, 5'd7, 5'd8, 5'd9, 5'd10, 5'd11, 5'd12, 5'd13, 5'd14, 5'd15, 5'd16: begin
                    if (next_scratch[31:28] >= 5) next_scratch[31:28] = next_scratch[31:28] + 3;
                    if (next_scratch[27:24] >= 5) next_scratch[27:24] = next_scratch[27:24] + 3;
                    if (next_scratch[23:20] >= 5) next_scratch[23:20] = next_scratch[23:20] + 3;
                    if (next_scratch[19:16] >= 5) next_scratch[19:16] = next_scratch[19:16] + 3;
                    next_scratch = {next_scratch[30:0], 1'b0};
                    next_clkcnt = clkcnt + 1;
                end
                5'd17: begin
                    next_bcd_out = next_scratch[31:16];
                    next_ready = 1'b1;
                    next_clkcnt = '0;
                end
                default: begin
                    next_clkcnt = '0;
                end
            endcase
        end
    end
endmodule
```
==> deck_impl_summary.md <==
Flow Results at a Glance

Outcome
  • Status: complete, no violations

Final timing
  • Max Clk Rate: 350 MHz
  • Worst rel slew slack: 43.3%
  • Post-layout period usage: 46.1%
  • Final Slew Violations: 0
  • Final min period: 2.86 ns
  • Slew @ Worst Pin: 0.845 ns
  • Final setup skew: 0.00879 ns
  • Setup TNS: 0 ns
  • Final setup viols: 0
  • Min Hold Slack: 0.461 ns
  • Final tally of hold violations: 0
  • Final Worst Setup Slack: 3.34 ns
  • RSZ-0062 raised after global routing: false

Cells and area
  • Share of cells above drive strength 1: 4.64%
  • Fill cell count: 848
  • P&R area growth vs syn: 18.6%
  • Layout Utilization: 37.5%
  • Register area: 1060 um2
  • Combinational gate area: 1270 um2
  • Design area: 2940 um2

Route
  • TritonRoute pass-1 iters: 7
  • Routed wire per std cell: 11.9 um
  • Iter 0 DRT Violations: 162
  • Routed wire length: 5040 um
  • Vias: 2089
  • Ant diodes: 0
  • Post-DR vias/cell: 4.92
  • Final ANT Viol Nets: 0
  • DRC violations left: 0

Critical path
  • Worst path top cell family by delay: buffers and inverters
  • CP max-delay cell: o211a_1
  • CP endpoint kind: flop
  • Worst r2r dst: scratch[14]
  • Crit path DAT: 3.09 ns
  • CP startpoint kind: input port
  • Worst path required time: 6.43 ns
  • Critical path peak fanout: 36
  • CP cell instances: clkdlybuf4s50_1 -> nor4_1 -> o211a_1 -> nand2b_1 -> buf_4 -> nor3_1
  • Worst Path Buf+Inv: 2
  • Largest stage delay, worst path: 0.47 ns
  • Worst r2r path cells: 8
  • Critical path start-end classification: in2reg
  • R2r startpoint: clkcnt[1]
  • R2r setup slk: 3.79 ns

Yosys
  • Top cells by area: dfxtp_1 43%, nand2_1 7.4%, ha_1 6.6%
  • Yosys warns: 1
  • Cell Area, Synth: 2480 um2
  • Synth Seq Share: 42.8%
  • Ys flop type: dfxtp_1
  • Yosys cell count: 299
  • List of most frequent post-synthesis cells: 53 x dfxtp_1, 49 x nand2_1, 29 x nor2_1
  • Post-synthesis cell type count: 33
  • Post-synth EDFFs: 0
  • Yosys chip area: 2480 um2
  • Post-synth ARST share: 0%
  • Max-area cell share: 42.8%
  • Top-count cell post-synth: dfxtp_1
  • Mean Syn Cell Area: 8.30 um2
  • #FFs+latches synth: 53
  • Syn Inst Count: 299
  • Yosys top cell by area: dfxtp_1

Min path
  • Hold EP: scratch[16]
  • Hold path depth: 2
  • Min-delay worst type: reg2reg
  • Hold Crit Start: scratch[15]

Place
  • I/O Buffers: 33
  • DP HPWL: 3530 um
  • Placed Area: 2850 um2
  • Gpl congestion: 0.804
  • Setup Slack @ Placement: 3.01 ns

Floorplan
  • Core Area: 7850 um2
  • Die width: 92.9 um
  • Die ar.: 8640 um2
  • Row count: 32
  • # IOs: 34
  • Die height: 92.9 um
  • FP Core Util: 31.6%

Clock tree
  • CTS Hold Bufs: 0
  • Late-Pin Clk Latency: 0.30 ns
  • # H-tree levels: 2
  • Clk sinks: 53
  • Setup Buffers After CTS: 0
  • CTS clk-pin slew, worst paths: 0.09 ns
  • CTS buffer count: 5
  • CTS tree: done
  • Post-cts resize count: 0
  • Clk buf depth: 2
  • Root Driver: clkbuf_8

GRT
  • Initial antenna violation count: 0
  • GRT overflow: 0
  • Largest net degree at the start of global routing: 37
  • Number of global-route vias before repair: 1885
  • First-pass GRT wire length: 8700 um
  • Total track usage: 12.4%

Power and ir drop
  • Highest ir drop seen on vdd: 0.0700 mV
  • Leak: 0.00101 uW
  • Pwr/cell area: 203 nW/um2

Flow run
  • Total of max-cap violations: 0
  • Tool warnings: 33
-- layer usage --
metal / wire (um) / global-route usage [%] / vias to the layer above
met5: 0 / 0 / -
li1: - / - / 1095
met1: 2670 / 19.6 / 947
met2: 2100 / 19.3 / 42
met3: 223 / 1.50 / 5
met4: 47 / 1.28 / 0
-- logic make-up (layout without fill, tap and decap cells) --
kind of cell / Yosys count / count (layout) / synth area share [%]
simple gates: 123 / 123 / 22.3
compound gates: 70 / 70 / 19.0
flops: 53 / 53 / 42.8
buf+inv: 31 / 55 / 6.10
fa+ha+maj: 13 / 13 / 6.56
xor+xnor: 7 / 7 / 2.47
mux: 2 / 2 / 0.807
-- power by group --
part           switching, uW  internal (uW)  leakage (uW)
Sequential              3.98            348      0.000432
Clock                    114           80.3     0.0000445
Combinational           22.5           29.3      0.000536
Total                    141            458       0.00101
-- state kept, by name, indices dropped and copies added, names as in the netlist --
signal / count
clkcnt: 5
scratch: 32
bcd_out: 16
-- worst reg2reg max path, cell delays in order, from the launching register on --
cell and delay (ns):
dfxtp_1 0.42, inv_1 0.09, ha_1 0.22, a311o_1 0.38, a21oi_1 0.14, a2bb2oi_1 0.52
buf_4 0.32, a222oi_1 0.12, nor2_1 0.13
-- stage by stage --
| stage | cells | total power [uW] |
|---|---|---|
| finish | 425 | 598 |
| global route | 425 | 626 |
| CTS | 425 | 606 |
| detailed placement | 417 | 412 |
| global placement | 417 | 412 |
| floorplan | 299 | 385 |
-- placed cells by master (no fill, tap or decap), types with 3 or more instances in the layout --
master and n:
nor2_1 29, a31oi_1 16, xnor2_1 5, inv_1 11
nand2b_1 9, buf_4 3, and2_1 3, o21ai_0 11
nand3_1 23, dfxtp_1 53, a21oi_1 21, ha_1 13
a222oi_1 15, clkbuf_8 5, nand2_1 49, clkdlybuf4s50_1 33
-- layout make-up --
class	instances	area share (%)
multi-input combinational	215	43.1
sequential	53	36.1
timing repair buffer	36	12.0
tap	102	4.34
clock buffer	5	2.34
inverter	11	1.40
clock inverter	3	0.723
-- how the worst max path moves through the flow --
stage	start	end	slack, ns	cells after the start
final	bin_in[7]	scratch[0]	3.34	6
after global routing	bin_in[7]	scratch[0]	3.15	6
after CTS	bin_in[7]	scratch[0]	3.34	6
Power figures rest on the tool's default switching activity, not on a simulated workload.
